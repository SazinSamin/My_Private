==> ./design.v <==
	module rtlfa32_4(s, cout, a, b, cin, clk);
		input [31:0] a,b;
		input cin, clk;
		output reg cout;
		output [31:0] s;
		reg [5:0] a1, a2, b1, b2, a22, b22, s1, s11, s111, s1111, s11111, s111111, s2, s22, s222, s2222, s22222, s1111111, s222222;
		reg [3:0] a3, a4, b3, b4, a33, a44, a333, a444, a4444, b333, b33, b44, b444, b4444;
		reg [3:0] s3, s33, s333, s3333, s4, s44, s4444, s33333, s444;
		reg c1, c2, c3, c4, c5, c6, ci;
		reg[3:0] a5,a55,a555,a5555,a55555,b5,b55,b555,b5555,b55555,s5,s55,s555;
		reg[3:0] a6,a66,a666,a6666,a66666,a666666,b6,b66,b666,b6666,b66666,b666666,s6,s66;
		reg[3:0] a7,a77,a777,a7777,a77777,a777777,a7777777,b7,b77,b777,b7777,b77777,b777777,b7777777,s7;
		always @ (posedge clk)
		        begin
		                a1<={a[5:0]};
		                a2<={a[11:6]};
		                a3<={a[15:12]};
		                a4<={a[19:16]};
		                a5<={a[23:20]};
				a6<={a[27:24]};
				a7<={a[31:28]};
		                b1<={b[5:0]};
		                b2<={b[11:6]};
		                b3<={b[15:12]};
		                b4<={b[19:16]};
		                b5<={b[23:20]};
				b6<={b[27:24]};
				b7<={b[31:28]};
		                ci<=cin;
		        end
		always @ (posedge clk)
		        begin
		          {c1,s1}<=a1+b1+ci;
		          a22<=a2;
			  b22<=b2;
		          a33<=a3;
		          a44<=a4;
		          b33<=b3;
		          b44<=b4;
		          a55<=a5;
		          b55<=b5;
			  a66<=a6;
		          b66<=b6;
			  a77<=a7;
			  b77<=b7;
		        end
		always @ (posedge clk)
		        begin
		          s11<=s1;
		          {c2,s2}<=a22+b22+c1;
		          a333<=a33;
		          a444<=a44;
		          b333<=b33;
		          b444<=b44;
		          a555<=a55;
		          b555<=b55;
			  a666<=a66;
		          b666<=b66;
			  a777<=a77;
			  b777<=b77;
		        end
		always @ (posedge clk)
		        begin
		          s111<=s11;
		          s22<=s2;
			{c3,s3}<=a333+b333+c2;
		          a4444<=a444;
		          b4444<=b444;
		          a5555<=a555;
		          b5555<=b555;
			  a6666<=a666;
		          b6666<=b666;
			  a7777<=a777;
			  b7777<=b777;
		        end
		always @ (posedge clk)
		        begin
		          s1111<=s111;
		          s222<=s22;
		          s33<=s3;
		          {c4,s4}<=a4444+b4444+c3;
		          a55555<=a5555;
		          b55555<=b5555;
			  a66666<=a6666;
		          b66666<=b6666;
			  a77777<=a7777;
			  b77777<=b7777;
		        end
		     always @ (posedge clk)
		        begin
		          s11111<=s1111;
		          s2222<=s222;
		          s333<=s33;
		          s44<=s4;
		          {c5,s5}<=a55555+b55555+c4;
			  a666666<=a66666;
		          b666666<=b66666;
			  a777777<=a77777;
			  b777777<=b77777;
		        end
			 always @ (posedge clk)
					begin
					  s111111<=s11111;
					  s22222<=s2222;
		          		s3333<=s333;
		         		 s444<=s44;
					s55<=s5;
				{c6,s6}<=a666666+b666666+c5;
				a7777777<=a777777;
				b7777777<=b777777;
					end
			always @ (posedge clk)
					begin
					  s1111111<=s111111;
					  s222222<=s22222;
		          		s33333<=s3333;
		         		 s4444<=s444;
					s555<=s55;
					s66<=s6;
				{cout,s7}<=a7777777+b7777777+c6;
					end
			assign s={{s7[3:0]},{s66[3:0]},{s555[3:0]},{s4444[3:0]},{s33333[3:0]},{s222222[5:0]},{s1111111[5:0]}};
	endmodule
==> ./run.sh <==
#!/bin/bash
# OpenROAD 26Q1-2900-gdf79404cd8, Yosys 0.63+post, stock flow scripts
make -C /OpenROAD-flow-scripts/flow DESIGN_CONFIG=/design/flow/config.mk WORK_HOME=/design/flow/orfs finish
==> ./config.mk <==
export PLATFORM = sky130hd
export DESIGN_NAME = rtlfa32_4
export DESIGN_NICKNAME = rtlfa32_4
export VERILOG_FILES = /design/flow/design.v
export SDC_FILE = /design/flow/constraint.sdc
export NUM_CORES = 4
export LEC_CHECK = 1
export CORE_UTILIZATION = 30
==> ./constraint.sdc <==
current_design rtlfa32_4

set clk_period 4.1
set clk_io_pct 0.2

create_clock -name clk0 -period $clk_period [get_ports {clk}]

set non_clock_inputs [all_inputs -no_clocks]
set_input_delay [expr $clk_period * $clk_io_pct] -clock clk0 $non_clock_inputs
set_output_delay [expr $clk_period * $clk_io_pct] -clock clk0 [all_outputs]
==> job_summary.md <==
### Flow metrics

| Metric | Value |
|---|---|
| Area of the core | `between 20,000 and 30,000 sq um` |
| Placed Cells | `1,014` |
| Crit. path cell count | `1` |
| Pin count of the biggest net entering global routing | `17` |
| Detailed Route Iter0 Violations | `about 100` |
| Floorplan-stage core utilization | `a little under a third` |
| Yosys cell count | `~530` |
| Worst IR Drop VDD | `around 380 uV` |
| Final hold violation count | `0` |
| TritonCTS buffer count | `37` |
| Critical Path Max Stage Delay | `0.46 ns` |
| Root Driver | `clkbuf_16` |
| Unique masters post-synth | `19` |
| Cell count of the worst reg-to-reg path | `8` |
| Max Freq | `0.476 GHz` |
| # setup viols final | `0` |
| DRT Pass-1 Iters | `4` |
| Crit end category | `primary output` |
| Final HPWL DP | `about 5700 um` |
| Largest delay share family, worst path | `buffers and inverters` |
| Period utilization | `between 50 and 60%` |
| Vias in the first global route | `between 3,000 and 4,000` |
| Grt ovf | `0` |
| Vias/cell | `3.48` |
| Worst slack at placement | `around 2.4 ns` |
| R2R setup slack | `2.38 ns` |
| Synth flops | `382` |
| Worst R2R End | `c2$_DFF_P_` |
| WP data required | `3.28 ns` |
| Worst hold path type | `register to register` |
| CP max stage cell | `clkdlybuf4s50_1` |
| Layout cell share with drive strength beyond 1 | `under 10%` |
| Final setup TNS | `0 ns` |
| Fillers | `about 2,600` |
| Ports | `approximately 100` |
| Tightest Pin Transition | `between 0.2 and 0.25 ns` |
| H-Tree Level Count | `2` |
| Post-Place Cell Area | `approximately 10,000 sq um` |
| Final WS setup | `around 2 ns` |
| Total track usage | `roughly 7.2%` |
| Die Wd | `approximately 170 um` |
| Fin crit period | `approximately 2.1 ns` |
| # port buffers | `just under 100` |
| Worst slew margin | `approximately 84%` |
| Final core utilization | `40.4%` |
| RSZ-0062 raised after global routing | `no` |
| RR Startpoint | `a22[0]$_DFF_P_` |
| Critical path buffers and inverters | `1` |
| Cells along the critical path | `clkdlybuf4s50_1` |
| Syn Area/Cell | `16.7 sq um` |
| Fin cells | `around 1,100` |
| Syn-to-layout area delta | `31.4%` |
| ANT cells | `0` |
| Post-synth area from yosys stat | `8870 sq um` |
| Clock skew | `0.00875 ns` |
| CTS clk-pin slew, worst paths | `~0.060 ns` |
| DRC | `0` |
| Synth Cell Area | `8870 sq um` |
| Post-CTS Setup Repair Bufs | `0` |
| CTS resizes | `0` |
| Die Area | `between 30,000 and 40,000 sq um` |
| Synth warn | `1` |
| Seq share, synth | `around 86%` |
| Worst-path fanout max | `1` |
| Combinational gate area | `about 1100 sq um` |
| Reg area | `about 7600 sq um` |
| Via count | `around 3,800` |
| CP startpoint | `s33333[0]$_DFF_P_` |
| FP Rows | `just over 60` |
| Cell Pwr Density | `between 600 and 700 nW/um^2` |
| Worst hold slack | `0.319 ns` |
| Cell area after layout | `11,700 sq um` |
| Max_cap viols | `0` |
| WP data arrival | `~1.3 ns` |
| Leakage Power | `~5 nW` |
| Clock latency (worst-skew pair) | `0.50 ns` |
| Tool Warnings | `25` |
| TritonCTS sink count | `around 380` |
| Status | `complete, no violations` |
| Antenna violations before repair | `0` |
| WL final | `roughly 10000 um` |
| Avg WL per Cell | `about 9 um` |
| Height of the chip | `about 170 um` |
| Pwr Total | `8.13 mW` |
| Clock Path Buffers | `3` |
| CTS tree | `yes` |
| Hold_buf cts | `0` |
| First-pass GRT wire length | `17,000 um` |
| Cells after synthesis | `around 530` |
| Crit path kind | `register to primary output` |
| Worst setup path end | `s[12]` |
| Startpoint Class | `register` |
| Final antenna-violating net count | `0` |
| Routability congestion estimate | `about 0.79` |
| Slew Limit Fails | `0` |
==> cells by family (layout without fill, tap and decap cells) <==
kind of cell             Yosys count  in the layout  share of synthesized area [%]
flip-flops                       382            382                           86.2
XOR/XNOR                          14             14                           1.38
buffers and inverters             38            201                           1.61
adder cells (fa/ha/maj)           39             39                           6.69
AND/OR/NAND/NOR                   21             21                           1.44
AND-OR/OR-AND                     38             38                           2.67
==> sequential cells by signal, summed over array words and instances, names as in the netlist, 6 cells and up <==
signal / flops
s22222: 6
a1: 6
s222: 6
s22: 6
b2: 6
b1: 6
s11111: 6
s2222: 6
b22: 6
s1: 6
s11: 6
s111: 6
s1111: 6
s111111: 6
a22: 6
s2: 6
s222222: 6
s1111111: 6
a2: 6
==> power breakdown <==
group | total, mW | switching (mW) | internal (mW) | leakage (nW)
registers | 4.22 | 0.0954 | 4.13 | 3.22
clock network | 3.58 | 1.33 | 2.25 | 0.634
logic | 0.334 | 0.0956 | 0.239 | 1.07
total | 8.13 | 1.52 | 6.62 | 4.93
==> metal layers <==
layer	vias to the layer above	routed length (um)	GRT usage [%]
li1	1953	-	-
met1	1665	4100	9.21
met2	95	4470	11.2
met3	41	765	2.58
met4	0	430	2.96
met5	-	0	0
==> cells in the final DEF (no fill, tap or decap), drive strengths merged <==
cell type	instances
xnor2	13
a22oi	1
nor4b	1
nor2b	8
o21bai	1
bufinv	8
a21oi	9
o21a	2
ha	25
o31a	2
clkinvlp	4
fa	14
clkdlybuf4s50	98
a21o	7
nand2b	7
xor2	1
clkbuf	46
a211oi	3
o21ai	12
a211o	1
dfxtp	382
nor2	5
inv	41
clkinv	4
==> cell usage after synthesis, drive strengths merged <==
library cell  count  area [sq um]
dfxtp           382          7650
nor2              5          18.8
xor2              1          8.76
o21a              2          15.0
ha               25           313
o21bai            1          7.51
inv              38           143
o21ai            12          60.1
nand2b            7          43.8
nor4b             1          15.0
a22oi             1          7.51
a21oi             9          45.0
o31a              2          17.5
fa               14           280
a211o             1          8.76
xnor2            13           114
a21o              7          52.6
nor2b             8          50.1
a211oi            3          22.5
==> area by class of cell <==
class	count	share of cell area (%)
Sequential cell	382	65.6
Multi-Input combinational cell	112	9.26
Clock buffer	46	8.58
Timing Repair Buffer	98	8.42
Tap cell	384	4.12
Clock inverter	19	2.78
Inverter	38	1.22
==> worst min path at each step <==
stage / cells after the start / startpoint / slack, ns / end
finish: 0 / s22[0]$_DFF_P_ / 0.32 / s222[0]$_DFF_P_
global route: 0 / s2[5]$_DFF_P_ / 0.32 / s22[5]$_DFF_P_
CTS: 0 / a777[0]$_DFF_P_ / 0.32 / a7777[0]$_DFF_P_
Power is estimated from default activity; no workload was simulated.
